$ cat flow/design.v
`timescale 1ns / 1ps
module Registers
(
    input CLK,
    input PC,
    input [4:0] RegisterS,  
    input [4:0] RegisterT,  
    input [4:0] RegisterD,  
    input RegDst,  
    input RegAvo,  
    input JaL,  
    input [31:0] WriteData,  
    output reg [31:0] DataS,  
    output reg [31:0] DataT,  
);
    integer i;
    reg [31: 0] regs[31: 0];  
    reg [ 4: 0] RegisterW;  
    initial begin
        DataS=32'b0;
        DataT=32'b0;
        for(i=0;i<32;i++)regs[i]=0;
    end
    always @(RegisterS or RegisterT or RegisterD or RegDst) begin
        DataS=regs[RegisterS];
        DataT=regs[RegisterT];
        RegisterW=RegDst?RegisterD:RegisterT;
    end
    always @(negedge CLK) begin
        if(!RegAvo && RegisterW!=0) regs[RegisterW]=WriteData;
        if(JAL) regs[31]=PC+4;
    end
endmodule
$ cat flow/run.sh
#!/bin/bash
# OpenROAD 26Q1-2900-gdf79404cd8, Yosys 0.63+post, stock flow scripts
make -C /OpenROAD-flow-scripts/flow DESIGN_CONFIG=/design/flow/config.mk WORK_HOME=/design/flow/orfs finish
$ cat flow/config.mk
export PLATFORM = sky130hd
export DESIGN_NAME = Registers
export DESIGN_NICKNAME = Registers
export VERILOG_FILES = /design/flow/design.v
export SDC_FILE = /design/flow/constraint.sdc
export NUM_CORES = 4
export LEC_CHECK = 1
export CORE_UTILIZATION = 30
$ cat flow/constraint.sdc
current_design Registers

set clk_period 8.0
set clk_io_pct 0.2

create_clock -name clk0 -period $clk_period [get_ports {CLK}]

set non_clock_inputs [all_inputs -no_clocks]
set_input_delay [expr $clk_period * $clk_io_pct] -clock clk0 $non_clock_inputs
set_output_delay [expr $clk_period * $clk_io_pct] -clock clk0 [all_outputs]
==> flow_metrics.env <==
# yosys + openroad results
export IMPL_yosys_cells=3413
export IMPL_worstSetupPathDepth=7
export IMPL_tightest_slew_ns=0.988
export IMPL_cts_root_buf="clkbuf_16"
export IMPL_grt_max_degree=93
export IMPL_largest_reg_flops=1024
export IMPL_overflow=0
export IMPL_die_h_um=406
export IMPL_lay_top_count="inv_1"
export IMPL_cp_arrival_ns=6.34
export IMPL_portBuffers=113
export IMPL_clk_pin_slew_worst_paths_ns=0.03
export IMPL_slowest_delay_ns=0.38
export IMPL_netlist_area_um2=49000
export IMPL_hold_path_class="primary input to primary output"
export IMPL_grt_pass1_wl_um=222000
export IMPL_fillers=14700
export IMPL_crit_family="AND-OR/OR-AND gates"
export IMPL_wire_per_inst_um=22.2
export IMPL_crit_path_end_kind="primary output"
export IMPL_fp_util_pct=30.4
export IMPL_pwr_share_seq_pct=41.5
export IMPL_postSynthAreaPerCell_um2=14.4
export IMPL_vias=34700
export IMPL_synth_cells=3413
export IMPL_comb_power_share_pct=8.5
export IMPL_openroad_warnings=1031
export IMPL_die_area_um2=165000
export IMPL_async_flop_share_pct=0
export IMPL_drv_slew=0
export IMPL_leakage_nw=27.0
export IMPL_hold_viol_final=0
export IMPL_drtIter0Drc=2282
export IMPL_ant_nets=0
export IMPL_status="complete, no violations"
export IMPL_antenna_found_initial=10
export IMPL_finalSetupTns_ns=0
export IMPL_crit_chain="buf_4, mux2i_2, a22o_1, nor3_1, a31oi_2, nand3_2, dlygate4sd2_1"
export IMPL_drive_above_1_share_pct=12.0
export IMPL_power_switching_share_pct=28.7
export IMPL_cts_sink_count=1024
export IMPL_maxSlewHeadroom_pct=34.1
export IMPL_cp_buffers_inverters=2
export IMPL_grt_pass1_vias=37300
export IMPL_power_density_nw_per_um2=234
export IMPL_final_setup_viol_count=0
export IMPL_ys_types=29
export IMPL_cts_tree="done"
export IMPL_ys_seq_share_pct=62.8
export IMPL_crit_type="flip-flop to primary output"
export IMPL_top_area_share_pct=62.8
export IMPL_place_hpwl_um=88100
export IMPL_area_leaders="edfxtp_1, mux2i_1, a22oi_1"
export IMPL_flop_cell="edfxtp_1"
export IMPL_vdd_ir_drop_max_mv=0.192
export IMPL_die_w_um=406
export IMPL_edf_count=1024
export IMPL_rows=147
export IMPL_numCtsBuffers=115
export IMPL_p_int_mw=10.4
export IMPL_core_um2=161000
export IMPL_ios=116
export IMPL_worstSetupStartpointType="flip-flop"
export IMPL_ctsHoldBuffers=0
export IMPL_drt_total_wl_um=153000
export IMPL_grt_usage_pct=19.5
export IMPL_area_delta_synth_final_pct=27.8
export IMPL_critPathMaxFanout=2
export IMPL_finalWeightedCongestion=0.849
export IMPL_worstPathRequired_ns=6.40
export IMPL_pwr_share_clk_pct=50.0
export IMPL_ys_ff=1024
export IMPL_first_pass_iters=5
export IMPL_crit_slowest_cell="edfxtp_1"
export IMPL_yosys_area_um2=49000
export IMPL_maxCapViolCount=0
export IMPL_netSwitchingPower_mw=4.20
export IMPL_total_power_mw=14.6
export IMPL_lay_top_cells="inv_1, mux2i_1, edfxtp_1"
export IMPL_drc=0
export IMPL_holdWs_ns=4.06
export IMPL_yosys_warnings=3
export IMPL_routed_via_density=5.02
export IMPL_min_path_cells=7
export IMPL_clockBufferDepth=3
export IMPL_h_tree_depth=3
export IMPL_top_area_cell="edfxtp_1"
[stage by stage]
stage          worst slack, ns  utilization (%)  instance area (um^2)  instances
6_report                0.0557             38.8                 62600       6906
3_5_place_dp            0.0622             33.4                 53800       5657
3_3_place_gp           0.00666             33.4                 53800       5657
4_1_cts                -0.0657             38.7                 62400       6898
5_1_grt                -0.0280             38.8                 62600       6902
2_1_floorplan           -0.336                -                 49100       3444
[metal layers]
| metal | GRT usage (%) | share of wire, % |
|---|---|---|
| met1 | 22.9 | 38 |
| met2 | 28.6 | 47 |
| met3 | 12.2 | 12 |
| met4 | 8.36 | 3.2 |
| met5 | 0.446 | 0.080 |
[power by group through the flow]
stage | clock, mW | sequential [mW] | combinational [mW]
after CTS | 7.55 | 6.08 | 1.25
after global routing | 8.15 | 6.08 | 1.32
final | 7.32 | 6.08 | 1.24
[tightest hold or removal path, stage by stage]
cell      delay (ns)
buf_8           0.15
mux2i_1         0.13
nand2_1         0.07
nand3_1         0.12
nand3_2         0.11
buf_12          0.12
clkbuf_2        0.13
[synth_stat cells, types with 51 or more instances]
library cell and count:
mux2i_1 1025, edfxtp_1 1024, nand2_1 206, nand3_1 194, a21oi_1 193, a22oi_1 192
a22o_1 128, buf_2 74, nor3_1 65, a31oi_1 64, clkbuf_1 57, buf_4 55
buf_6 51
[path summary, 6_finish.rpt]
| kind | from | to | slack [ns] |
|---|---|---|---|
| setup / recovery | regs[2][20] | DataT[20] | 0.06 |
| hold / removal | RegisterT[1] | DataT[15] | 4.06 |
[timing repair]
item,4_1_cts,5_1_grt
resized,182,37
endpoints found under the setup margin,53,38
endpoints found under the hold margin,0,0
pin swaps,55,45
buffers inserted,2,5
gates cloned,0,0
[cell type report]
class                   count  area, um^2  area share [%]
clock buffers             118        2950            4.72
repair buffers            316        3440            5.49
clock inverters          1122        4810            7.69
inverters                   5        18.8          0.0300
multi-input cells        2157       17900            28.6
well taps                2160        2700            4.32
diodes                      4        10.0          0.0160
flip-flops and latches   1024       30700            49.1
[cells by family (layout without fill, tap and decap cells)]
group / Yosys count / count (layout) / share of synthesized area (%)
mux: 1026 / 1026 / 21.0
simple gates: 515 / 515 / 4.69
flops: 1024 / 1024 / 62.8
buf+inv: 263 / 1561 / 3.42
compound gates: 584 / 584 / 8.14
other cells: 1 / 36 / 0.00766
