<file path="/design/flow/run.sh">
#!/bin/bash
# OpenROAD 26Q1-2900-gdf79404cd8, Yosys 0.63+post, stock flow scripts
make -C /OpenROAD-flow-scripts/flow DESIGN_CONFIG=/design/flow/config.mk WORK_HOME=/design/flow/orfs finish
</file>
<file path="/design/flow/config.mk">
export PLATFORM = sky130hd
export DESIGN_NAME = DataMemory
export DESIGN_NICKNAME = DataMemory
export VERILOG_FILES = /design/flow/design.v
export SDC_FILE = /design/flow/constraint.sdc
export NUM_CORES = 4
export LEC_CHECK = 1
export CORE_UTILIZATION = 40
</file>
<file path="/design/flow/constraint.sdc">
current_design DataMemory

set clk_period 39.3
set clk_io_pct 0.2

create_clock -name clk0 -period $clk_period [get_ports {CLK}]

set non_clock_inputs [all_inputs -no_clocks]
set_input_delay [expr $clk_period * $clk_io_pct] -clock clk0 $non_clock_inputs
set_output_delay [expr $clk_period * $clk_io_pct] -clock clk0 [all_outputs]
</file>
<file path="/design/flow/design.v">
`timescale 1ns / 1ps
module DataMemory
(
    input CLK,
    input MemRead,  
    input MemWrite,  
    input [31:0] Address,  
    input [31:0] din,  
    output reg [31:0]dout  
);
    initial dout=32'b0;
    reg [7:0] ram[0:127];
    always @(MemRead or Address) begin
       if(MemRead) begin
            dout[31:24]=ram[Address+0];
            dout[23:16]=ram[Address+1];
            dout[15: 8]=ram[Address+2];
            dout[ 7: 0]=ram[Address+3];
        end
        else dout=Address;
    end
    always @(negedge CLK)
        if (MemWrite) begin
            ram[Address+0]=din[31:24];
            ram[Address+1]=din[23:16];
            ram[Address+2]=din[15: 8];
            ram[Address+3]=din[ 7: 0];
        end
endmodule
</file>
==> flow_metrics.py <==
# Physical implementation metrics
metrics = {
    "pwr": {
        "worst_ir_drop_vdd_mv": 0.0500,
        "power_density_nw_per_um2": 36.5,
        "total_power_w": 0.00426,
        "leakage_nw": 45.0,
    },
    "setup_path": {
        "cp.arrival_ns": 13.80,
        "crit_type": "in2reg",
        "cp-end-kind": "flop",
        "setup.worst_path.end": "ram[51][3]",
        "critPathLaunchType": "input port",
        "path_cells": "buf_8 -> clkinv_2 -> ha_1 -> a21oi_2 -> o21ai_0 -> a211oi_1 -> nand2_1 -> nor2_1 -> or4_1",
        "cp_max_fo": 33,
        "timing.critical_path.depth": 9,
        "worst-endpoint-required_ns": 20.13,
        "worst_path_largest_cell_delay_ns": 1.06,
        "cpLargestDelayFamily": "simple AND/OR/NAND/NOR gates",
        "crit_path_start": "Address[1]",
        "cp.buffers_inverters": 2,
        "critical_path.slowest_cell": "a211oi_1",
    },
    "final_timing": {
        "tightest_slew_ns": 1.58,
        "relative_slew_slack_pct": -5.04,
        "holdWs_ns": 16.61,
        "finalSetupViolations": 0,
        "report.final.hold_viol_count": 0,
        "final_sum_of_negative_setup_slack_ns": 0,
        "rsz_0062_raised_after_global_routing": "false",
        "final_max_slew_viol_count": 1,
    },
    "cts": {
        "total_cts_buffers": 142,
        "cts.root.buffer_cell": "clkbuf_16",
        "ctsResizeCount": 0,
        "cts_setup_buffers": 0,
        "path_clk_slew_ns": 0.04,
        "cts_htree_levels": 4,
        "cts_sink_cnt": 1024,
        "hold_buffers": 0,
        "tritoncts": "done",
        "clock_tree.buffer_depth": 3,
    },
    "route": {
        "detail_route.vias_per_cell": 7.44,
        "via_count": 106000,
        "detail_route.iter0.violations": 14800,
        "drt_drc_violations_left": 0,
        "route.final.wire_length_mm": 656,
        "avgRoutedWirePerCell_um": 45.9,
        "antenna_violating_nets_left": 0,
        "drt-pass1-iter-count": 11,
    },
    "yosys": {
        "avg_cell_area_syn_um2": 10.2,
        "seq_area_frac_synth_pct": 29.9,
        "post_synth_instance_area_um2": 103000,
        "post_synth_inst_count": 10100,
        "synthFlopType": "edfxtp_1",
        "cells_yosys": 10100,
        "netlist-cell-type-count": 82,
        "synth.ff_latch_count": 1024,
        "ys.warnings.count": 1,
        "yosysChipArea_um2": 103000,
        "async_reset_ff_share_pct": 0,
        "flip_flops_with_a_built_in_enable": 1024,
    },
    "global_route": {
        "grt_max_degree": 107,
        "grt_pass1_vias": 102000,
        "wire_length_of_the_first_global_routing_pass_mm": 874,
        "antenna_found_initial": 77,
        "grt_overflow": 0,
        "grt.total_usage_pct": 53.0,
    },
    "flow_run": {
        "cap_violations": 0,
        "stage_log_warnings": 1044,
    },
    "cells_and_area": {
        "layout.cells.most_common_list": "nand2_1 (1539), mux2i_1 (1295), inv_1 (1054), edfxtp_1 (1024), mux4_2 (866)",
        "areaGrowthSynthToFinish_pct": 13.5,
        "max_ffs_per_register": 1024,
        "lay_top_count": "nand2_1",
        "post_route_cells_drive_above_1_share_pct": 25.2,
    },
    "place": {
        "buffer_ports.inserted": 98,
        "globalplace.congestion": 1.23,
        "hpwl_mm": 436,
    },
    "floorplanning": {
        "floorplan.rows": 185,
        "floorplan_utilization_pct": 40.3,
        "die-area_um2": 259000,
        "ports_placed_on_the_boundary": 99,
        "core-area_um2": 255000,
        "die_width_um": 509,
        "die_h_um": 509,
    },
    "hold_path": {
        "timing.hold.worst.class": "in2out",
    },
    "run_status": {
        "status": "complete, but fails checks",
        "violations": "slew limit",
    },
}
==> metrics by stage <==
step           setup WS, ns  util, %  cell area (µm²)  std cells
6_report               6.33     45.8           117000      14300
3_5_place_dp           5.99     42.2           108000      12900
3_3_place_gp           6.05     42.2           108000      12900
4_1_cts                6.79     45.7           116000      14200
2_1_floorplan          7.59        -           103000      10100
5_1_grt                6.52     45.7           116000      14200
==> tightest hold or removal path, cell delays in order <==
cell and delay, ns:
buf_2 0.23, nand3b_1 0.16, a21oi_1 0.08, clkdlybuf4s50_1 0.41
==> cell usage after synthesis (all sizes together) (26+ instances only) <==
| cell type | count | area share [%] |
|---|---|---|
| nand4 | 115 | 0.70 |
| nor3 | 97 | 0.61 |
| or3 | 28 | 0.17 |
| mux2i | 1295 | 13 |
| nor2 | 711 | 2.9 |
| o2111ai | 31 | 0.26 |
| mux2 | 826 | 9.1 |
| buf | 452 | 2.2 |
| edfxtp | 1024 | 30 |
| nand2 | 1568 | 5.8 |
| a31oi | 56 | 0.34 |
| o211ai | 42 | 0.31 |
| a21oi | 335 | 1.6 |
| clkbuf | 733 | 2.7 |
| o22ai | 61 | 0.37 |
| a211oi | 218 | 1.6 |
| nor4 | 31 | 0.29 |
| a22oi | 26 | 0.19 |
| a21o | 210 | 1.5 |
| o21ai | 643 | 3.1 |
| mux4 | 866 | 19 |
| a32oi | 85 | 0.73 |
| nand3 | 424 | 2.1 |
==> logic make-up (layout without fill, tap and decap cells) <==
group	count (synthesis)	count (layout)	share of synthesized area, %
compound gates	1816	1816	11.1
simple gates	3067	3067	13.1
flops	1024	1024	29.9
buf+inv	1195	1908	4.88
other cells	0	94	0
fa+ha+maj	6	6	0.0731
mux	2987	2987	40.7
xor+xnor	18	18	0.183
==> worst min-delay path by stage <==
stage	start	to	slack (ns)	depth (start not counted)
4_1_cts	Address[5]	dout[25]	16.58	4
5_1_grt	Address[5]	dout[25]	16.59	4
6_report	Address[5]	dout[25]	16.61	4
==> cell type report <==
class	count	area [µm²]
flip-flops and latches	1024	30700
inverters	9	45.0
fillers	22600	138000
repair buffers	624	5120
well taps	3366	4210
multi-input cells	7894	67400
clock buffers	145	3630
diodes	94	235
clock inverters	1130	5100
==> where the power goes <==
| group | internal (W) | switching, W |
|---|---|---|
| clock network | 0.000972 | 0.000908 |
| registers | 0.00124 | 0.0000333 |
| logic | 0.000335 | 0.000773 |
==> per-layer routing <==
layer | track usage (%) | vias to the layer above | wire [µm]
met4 | 43.4 | 156 | 71200
li1 | - | 40200 | -
met3 | 45.3 | 3457 | 133000
met5 | 22.1 | - | 7120
met2 | 64.0 | 11600 | 247000
met1 | 55.4 | 50700 | 197000
Power figures rest on the tool's default switching activity, not on a simulated workload.
